==> /design/flow/design.v <==
module counter#(parameter N = 8)(input clk,input reset,output reg[N-1:0] q);
	always @(posedge clk)
	begin
		if(reset)
			q<=0;
		else
			q<=q+1;
	end
endmodule
module counter_tb;
	parameter N = 32;
	reg clk;
	reg reset;
	wire [N-1:0] q;
	always
	begin
	clk = 1;#1;
	clk = 0;#1;
	end
	counter #(N)DUT(.clk(clk),.reset(reset),.q(q));
	initial
	begin
	reset = 1; #5;reset = 0;
	#50 reset = 1;#5;reset = 0;
	end
	always @(posedge clk)
	begin
		$display("q:%d,reset:%d",q,reset);
	end
endmodule
==> /design/flow/run.sh <==
#!/bin/bash
# OpenROAD 26Q1-2900-gdf79404cd8, Yosys 0.63+post, stock flow scripts
make -C /OpenROAD-flow-scripts/flow DESIGN_CONFIG=/design/flow/config.mk WORK_HOME=/design/flow/orfs finish
==> /design/flow/config.mk <==
export PLATFORM = sky130hd
export DESIGN_NAME = counter
export DESIGN_NICKNAME = counter
export VERILOG_FILES = /design/flow/design.v
export SDC_FILE = /design/flow/constraint.sdc
export NUM_CORES = 4
export LEC_CHECK = 1
export CORE_AREA = 10 10 70 70
export DIE_AREA = 0 0 80 80
==> /design/flow/constraint.sdc <==
current_design counter

set clk_period 1.8
set clk_io_pct 0.2

create_clock -name clk0 -period $clk_period [get_ports {clk}]

set non_clock_inputs [all_inputs -no_clocks]
set_input_delay [expr $clk_period * $clk_io_pct] -clock clk0 $non_clock_inputs
set_output_delay [expr $clk_period * $clk_io_pct] -clock clk0 [all_outputs]
==> out/README.md <==
| Result | This run |
|---|---|
| Register-to-register setup slack | 490 ps |
| Cell area after technology mapping | 304 sq um |
| Buffers & Inverters on Critical Path | 1 |
| Pins Over Slew Limit | 0 |
| Max Cap Viol | 0 |
| Capture point of the critical path | q[2] |
| Avg Cell Area, Syn | 9.21 sq um |
| PwrDens | 745 nW/um^2 |
| Destination of the worst register-to-register timing path | q[6] |
| Total routing resource utilization after global routing | 2.44% |
| Clk Latency, worst-skew pair | 260 ps |
| Antenna Cells | 0 |
| Class of the tightest hold or removal check | flop to flop |
| Vertical die size | 80 um |
| Yosys warning tally | 1 |
| Max IR drop VDD | 0.279 mV |
| Most numerous cell in the Yosys netlist | dfxtp_1 |
| Total cells reported by yosys after synthesis | 33 |
| Post-CTS clock slew at the launch and capture registers of the worst setup and hold paths | 50 ps |
| Global routing usage on met1 | 3.44% |
| Pin count of the biggest net entering global routing | 9 |
| HPWL after DPL | 566 um |
| # placed instances | 87 |
| Maximum cell stage delay along the critical path | 510 ps |
| Flip-flop count of the largest register after layout | 8 |
| WL per Instance | 8.04 um |
| Flip-flop and latch area | 160 sq um |
| Core box area | 3420 sq um |
| Relative slew margins | 79.7% |
| Max-area cell share | 52.7% |
| Final TNS setup | 0 ps |
| Number of nets with antenna violations after routing | 0 |
| Vias in the first global route | 257 |
| Synthesized instance count | 33 |
| Cell type contributing the most total cell area after synthesis | dfxtp_1 |
| Number of antenna violations at the first check in global routing | 0 |
| Number of remaining DRC errors | 0 |
| Chip area in the Yosys report | 304 sq um |
| Area occupied by multi-input gates | 136 sq um |
| Signal arrival time at the worst endpoint | 1170 ps |
| Fmax | 0.654 GHz |
| Data required time of the critical path | 1440 ps |
| Post-detailed-routing wire length | 724 um |
| Kind of capture point of the worst setup path | primary output |
| Clock root cell | clkbuf_4 |
| Slowest CP cell | clkdlybuf4s50_1 |
| Top cells by count | dfxtp_1, nor2_1, a21oi_1, o21ai_0, or3_1 |
| Register with the most flip-flops | q |
| Leading registers by flop count | q: 8 flops |
| Setup repair after global routing missed its margin | no |
| Area of the die | 6400 sq um |
| Via-to-Cell Ratio | 3.00 |
| TritonCTS buffer count | 3 |
| Total congestion overflow | 0 |
| Number of standard-cell rows in the floorplan | 21 |
| Kind of critical path | flop to primary output |
| Hold Slack | 480 ps |
| Horizontal die dimension | 80 um |
| CTS tree | done |
| Async S/R FF share, synth | 0% |
| Lkg Pwr | 0.148 nW |
| Origin of the worst setup path | q[2] |
| Initial detailed-routing violation count | 16 |
| Number of gates resized after cts | 0 |
| Buffers inserted by post-CTS timing repair | 0 |
| Number of buffers added to fix hold violations after cts | 0 |
| Number of cell instances on the worst register-to-register path | 4 |
| Startpoint of the most critical hold path | q[0] |
| Cell breakdown of the critical path | clkdlybuf4s50_1 |
| Global-route wire length before repair | 1210 um |
| Count of port buffers added during placement | 9 |
| Status | finished, final reports clean |
| RD Place Congestion | 0.747 |
| Setup crit start kind | flop |
| Area growth from synthesis to layout | 54.7% |
| Worst Max-Slew Pin Slew | 304 ps |
| Cells taking the most area after synthesis | dfxtp_1, or3_1, xnor2_1 |
| Fraction of layout cells with a size suffix above 1 | 9.09% |
| Post-synth regs | 8 |
| Maximum fanout along the worst path | 5 |
| Fraction of the yosys area taken by sequential cells | 52.7% |
| Met3 demand-to-capacity share in global routing | 2.61% |
| Top Family by Delay on Critical Path | buffers and inverters |
| Number of distinct library cells after synthesis | 15 |
| Number of detailed-routing iterations run before antenna repair | 2 |
| Final worst path period share | 84.9% |
| Post-layout minimum cycle time | 1530 ps |
| Stage-log warning count | 25 |
| Count of clock tree sinks | 8 |
| Hold Violations, Final | 0 |
| Filler cell count in the final layout | 390 |
| Predominant post-synthesis flop cell | dfxtp_1 |
| Setup-violating endpoint count in the final report | 0 |
| Number of vias after detailed routing | 270 |
| Core Density at Floorplan | 8.90% |
| Worst reg2reg startpoint | q[0] |
| Depth of the critical timing path with buffers and inverters included | 1 |
| GRT busiest layer | met1 |
| Maximum count of clock buffers along a single path | 2 |
| Met2 usage | 2.33% |
| I/O pin total | 10 |
| CTS H-tree lvls | 1 |
| Worst clock skew | 1.44 ps |
| Post-layout instance count excluding filler cells | 90 |
| Number of synthesized flops with an enable pin | 0 |
| Overall power of the completed layout | 0.351 mW |
==> power by group <==
part / switching, mW / total [mW] / internal [mW] / leakage [nW]
clock network: 0.0614 / 0.138 / 0.0763 / 0.0138
registers: 0.00618 / 0.189 / 0.183 / 0.0651
logic: 0.00735 / 0.0236 / 0.0162 / 0.0689
==> per-layer routing <==
layer / share of wire (%) / wire length, um
met3: 21 / 150
met1: 53 / 386
met5: 0 / 0
met2: 25 / 184
met4: 0.41 / 3
==> per-stage QoR <==
stage	cell area [sq um]	util [%]	setup WS, ps
finish	470	13.8	271
global route	470	13.8	199
CTS	470	13.8	256
detailed placement	448	13.1	507
global placement	448	13.1	543
floorplan	304	-	631
==> how the worst min path moves through the flow <==
stage	to	slack, ps	depth (start not counted)
after CTS	q[0]	480	1
after global routing	q[0]	510	1
final	q[0]	480	1
==> cell usage in the layout, fill, tap and decap left out <==
cell type        Yosys  layout
nand3_1              2       2
nor2_1               4       4
nand2_1              1       1
clkbuf_4             0       3
and3_2               1       1
xor2_1               1       1
inv_1                1       1
or3_1                3       3
clkdlybuf4s50_1      0       9
dfxtp_1              8       8
nand4_1              1       1
nor2b_1              1       1
o21ai_0              3       3
ha_1                 1       1
a21oi_1              3       3
xnor2_1              2       2
==> cell families after synthesis <==
group | share of synthesized area (%)
simple gates | 22.2
flops | 52.7
compound gates | 9.87
xor+xnor | 8.64
buf+inv | 2.47
fa+ha+maj | 4.11
==> area by class of cell <==
| cell class | count | area share (%) |
|---|---|---|
| clock buffer | 3 | 4.79 |
| inverter | 1 | 0.798 |
| multi-input combinational | 23 | 29.0 |
| sequential | 8 | 34.0 |
| tap | 46 | 12.2 |
| timing repair buffer | 9 | 19.1 |
Power is estimated from default activity; no workload was simulated.

`constraint.sdc`:
```
current_design mips

set clk_period 32.8
set clk_io_pct 0.2

create_clock -name clk0 -period $clk_period [get_ports {clk}]

set non_clock_inputs [all_inputs -no_clocks]
set_input_delay [expr $clk_period * $clk_io_pct] -clock clk0 $non_clock_inputs
set_output_delay [expr $clk_period * $clk_io_pct] -clock clk0 [all_outputs]
```
`design.v`:
```
module adder #(parameter N=8)(input [N-1:0]a,b,input cin,output [N-1:0]s,output cout);
	assign {cout,s} = a + b + cin;
endmodule
module adder_tb;
	parameter N =32;
	reg[N-1:0] a,b;
	reg cin;
	wire[N-1:0] s;
	wire cout;
	adder #(N)DUT(.a(a),.b(b),.cin(cin),.s(s),.cout(cout));
	initial
	begin
		a = 10;b=20;cin = 1;			 
		#10;
		a = 30;b=40;cin = 0;			 
		#10;
		a = 2147483648;b = 2147483648;cin = 0; 
		#10;
		a = 2147483648;b = 2147483648;cin = 1; 
	end
endmodule
module alu#(parameter M=32)(input [M-1:0]a,input [M-1:0]b,input [2:0]f,output reg [M-1:0]y,output reg overflow,output zero);
	wire [M-1:0] s,bout;
	assign bout = f[2] ? ~b : b;
	assign s = a + bout + f[2];
	assign zero = s==0;
	always @(*)begin
		case(f[1:0])
		2'b00:y = a & bout;
		2'b01:y = a | bout;
		2'b10:y = s;
		2'b11:y = s[M-1];
		endcase
	end
	always @(*)begin
		case(f[2])
		1'b0:overflow = a[M-1] & b[M-1] & ~s[M-1] | ~a[M-1] & ~b[M-1] & s[M-1];
		1'b1:overflow = ~a[M-1] & b[M-1] & s[M-1] | a[M-1] & ~b[M-1] & ~s[M-1];
		default:overflow = 1'b0;
		endcase
	end
endmodule
module alu_tb;
	parameter M=32;
	reg [M-1:0] a,b;
	reg [2:0] f;
	wire [M-1:0] y;
	wire overflow;
	alu #(M)DUT(.a(a),.b(b),.f(f),.y(y),.overflow(overflow));
	initial
	begin
		a = 1;b = 2;f = 3'b010;#1; 
		$display("a+b = %d,overflow = %d",y,overflow);#1;
		a = 1;b = 2;f = 3'b110;#1; 
		$display("a-b = %d,overflow = %d",y,overflow);#1;
		a = 1;b = 2;f = 3'b111;#1; 
		$display("a slt b = %d,overflow = %d",y,overflow);#1;
		a = 3;b = 2;f = 3'b111;#1; 
		$display("a slt b = %d,overflow = %d",y,overflow);#1;
		a = 2147483647;b = 2;f = 3'b010;#1; 
		$display("a+b = %d,overflow = %d",y,overflow);#1;
	end
endmodule
module controller#(parameter INST_WIDTH=32)(input [INST_WIDTH-1:0]inst,
											 output reg  [2:0]alu_control,
											 output reg reg_write,
											 output reg mem_write,
											 output reg reg_dst,
											 output reg alu_src,
											 output reg mem_to_reg,
											 output reg beq_inst,
											 output reg j_inst);
	always @(*)begin
		case(inst[31:26])
		6'b100011: begin 
			alu_control = 3'b010;
			reg_write = 1'b1;
			mem_write = 1'b0;
			reg_dst = 1'b0;
			alu_src = 1'b1;
			mem_to_reg  = 1'b1;
			beq_inst = 1'b0;
			j_inst = 1'b0;
		end
		6'b001000: begin 
			alu_control = 3'b010;
			reg_write = 1'b1;
			mem_write = 1'b0;
			reg_dst = 1'b0;
			alu_src = 1'b1;
			mem_to_reg  = 1'b0;
			beq_inst = 1'b0;
			j_inst = 1'b0;
		end
		6'b101011:begin 
			alu_control = 3'b010;
			reg_write = 1'b0;
			mem_write = 1'b1;
			reg_dst = 1'b0;
			alu_src = 1'b1;
			mem_to_reg  = 1'b0;
			beq_inst = 1'b0;
			j_inst = 1'b0;
		end
		6'b000000:begin  
			case(inst[5:0])
			6'b100000:alu_control = 3'b010; 
			6'b100010:alu_control = 3'b110; 
			6'b100100:alu_control = 3'b000; 
			6'b100101:alu_control = 3'b001; 
			6'b101010:alu_control = 3'b111; 
			endcase
			reg_write = 1'b1;
			mem_write = 1'b0;
			reg_dst = 1'b1;
			alu_src = 1'b0;
			mem_to_reg  = 1'b0;
			beq_inst = 1'b0;
			j_inst = 1'b0;
		end
		6'b000100:begin  
			alu_control = 3'b110; 
			reg_write = 1'b0;
			mem_write = 1'b0;
			reg_dst = 1'b0;
			alu_src = 1'b0;
			mem_to_reg  = 1'b0;
			beq_inst = 1'b1;
			j_inst = 1'b0;
		end
		6'b000010:begin  
			alu_control = 3'b010; 
			reg_write = 1'b0;
			mem_write = 1'b0;
			reg_dst = 1'b0;
			alu_src = 1'b0;
			mem_to_reg  = 1'b0;
			beq_inst = 1'b0;
			j_inst = 1'b1;
		end
		default:begin
			alu_control = 3'b010;
			reg_write = 1'b0;
			mem_write = 1'b0;
			reg_dst = 1'b0;
			alu_src = 1'b0;
			mem_to_reg  = 1'b0;
			beq_inst = 1'b0;
			j_inst = 1'b0;
		end
		endcase
	end
endmodule
module datapath#(parameter WIDTH=32,INST_WIDTH=32,REG_COUNT_BITS=5)
					(input clk,input reset,output [WIDTH-1:0]pc,input [INST_WIDTH-1:0]inst,
					input [2:0]alu_control,output [WIDTH-1:0] alu_result,input [WIDTH-1:0] read_data,input reg_write,output [WIDTH-1:0]write_data,
					input reg_dst,
					input alu_src,
					input mem_to_reg,
					input beq_inst,
					input j_inst);
	wire [WIDTH-1:0] pc_plus4,pc_next,pc_beq_target,pc_target;
	wire [WIDTH-1:0] pc_offset_0,pc_offset_4,pc_offset_4_plus;
	wire [WIDTH-1:0] sign_imm;
	wire [WIDTH-1:0] src_a;
	wire [WIDTH-1:0] a3;
	wire [WIDTH-1:0] src_b;
	wire [WIDTH-1:0] result;
	wire zero;
	adder #(WIDTH)pc_adder4(.a(pc),.b(32'd4),.cin(32'd0),.s(pc_plus4));
	signextend #(16,WIDTH)signext_pc_offset(.a(inst[15:0]),.y(pc_offset_0));
	sl2 #(WIDTH)pc_offset_sl2(.a(pc_offset_0),.y(pc_offset_4));
	adder #(WIDTH)pc_offset_adder_pc4(.a(pc_plus4),.b(pc_offset_4),.cin(32'd0),.s(pc_beq_target));
	mux2 mux_pc_branch(.d0(pc_plus4),.d1(pc_beq_target),.sel(zero & beq_inst),.y(pc_target));
	mux2 mux_pc_next(.d0(pc_target),.d1({pc_plus4[31:28],inst[25:0],2'b00}),.sel(j_inst),.y(pc_next));
	flopr #(WIDTH)pc_reg(.clk(clk),
								.reset(reset),
								.d(pc_next),
								.q(pc));
	mux2 regdst(.d0(inst[20:16]),.d1(inst[15:11]),.sel(reg_dst),.y(a3));							
	regfile #(REG_COUNT_BITS,WIDTH)rf(.clk(clk),
												 .a1(inst[25:21]),
												 .a2(inst[20:16]),
												 .a3(a3),
												 .wd3(result),
												 .we3(reg_write),
												 .rd1(src_a),
												 .rd2(write_data));
	signextend #(16,WIDTH)signext(.a(inst[15:0]),.y(sign_imm));
	mux2 alu_src_b(.d0(write_data),.d1(sign_imm),.sel(alu_src),.y(src_b));
	alu #(WIDTH)alu(.a(src_a),.b(src_b),.f(alu_control),.y(alu_result),.zero(zero));
	mux2 mem_or_reg(.d0(alu_result),.d1(read_data),.sel(mem_to_reg),.y(result));
endmodule
module flopr #(parameter M=32)(input clk,input reset,input [M-1:0]d,output reg [M-1:0]q); 
	always @(posedge clk,posedge reset)begin
		if(reset)begin
			q<=0;
		end
		else begin
			q<=d;
		end
	end
endmodule
module flopr_tb;
	parameter M=32;
	reg clk,reset;
	reg [M-1:0]d;
	wire [M-1:0]q;
	flopr #(M)DUT(.clk(clk),
					  .reset(reset),
					  .d(d),
					  .q(q));
	initial begin
	clk = 0;#1;
	d = 10;#1;
	clk = 1;#1;
	$display("q = %d",q);#1;
	clk = 0;#1;
	reset = 0;#1;
	reset = 1;#1;
	$display("q = %d",q);#1;
	reset = 0;#1;
	end
endmodule
module mips#(parameter WIDTH=32,INST_WIDTH=32,REG_COUNT_BITS=5)
				(input clk,input reset,output [WIDTH-1:0]pc,input [INST_WIDTH-1:0]inst,
				 output [WIDTH-1:0] alu_result,input [WIDTH-1:0] read_data,output  mem_write,output [WIDTH-1:0]write_data);
	wire [2:0]alu_control;
	wire reg_write,reg_dst,alu_src,mem_to_reg,beq_inst,j_inst;	
	datapath #(WIDTH,INST_WIDTH,REG_COUNT_BITS)dp(.clk(clk),
																 .reset(reset),
																 .pc(pc),
																 .inst(inst),
																 .alu_control(alu_control),
																 .alu_result(alu_result),
																 .read_data(read_data),
																 .reg_write(reg_write),
																 .write_data(write_data),
																 .reg_dst(reg_dst),
																 .alu_src(alu_src),
																 .mem_to_reg(mem_to_reg),
																 .beq_inst(beq_inst),
																 .j_inst(j_inst));
	controller #(INST_WIDTH)ctl(.inst(inst),
										 .alu_control(alu_control),
										 .reg_write(reg_write),
										 .mem_write(mem_write),
										 .reg_dst(reg_dst),
										 .alu_src(alu_src),
										 .mem_to_reg(mem_to_reg),
										 .beq_inst(beq_inst),
										 .j_inst(j_inst));
endmodule
module mux2#(parameter M=32)(input [M-1:0]d0,input [M-1:0]d1,input sel,output [M-1:0]y);
	assign y = sel ? d1:d0;
endmodule
module mux2_tb;
	parameter M=32;
	reg [M-1:0]d0,d1;
	reg sel;
	wire [M-1:0]y;
	mux2 #(M)DUT(.d0(d0),.d1(d1),.sel(sel),.y(y));
	initial
	begin
		d0 = 0;
		d1 = 1;#1;
		sel = 0;#1;
		$display("%d",y);#1;
		sel = 1;#1;
		$display("%d",y);#1;
	end
endmodule
module regfile#(parameter N=5,M=32)(input clk,input [N-1:0]a1
											 ,input [N-1:0]a2
											 ,input [N-1:0]a3
											 ,input [M-1:0]wd3
											 ,input we3
											 ,output [M-1:0]rd1
											 ,output [M-1:0]rd2);
	reg [M-1:0]rf[2**N-1:0];
	always @(posedge clk)
	begin
		if(we3)begin
			rf[a3] <= wd3;
		end
	end
	assign rd1 = a1==0?0:rf[a1];
	assign rd2 = a2==0?0:rf[a2];
endmodule
module regfile_tb;
	parameter N=5,M=32;
	reg clk;
	reg [N-1:0]a1,a2,a3;
	reg [M-1:0]wd3;
	reg we3;
	wire [M-1:0] rd1,rd2;
	regfile #(N,M)DUT(.clk(clk),
							.a1(a1),
							.a2(a2),
							.a3(a3),
							.wd3(wd3),
							.we3(we3),
							.rd1(rd1),
							.rd2(rd2));
	initial
	begin
		clk = 0;
		a1 = 0;#10;
		$display("a1(0):%d",rd1);#10;
		a2 = 0;#10;
		$display("a2(0):%d",rd2);#10;
		wd3 = 100;a3=0;we3=1;#10;
		clk = 1;#10;
		clk = 0;#10;
		we3=0;#10;
		a1 = 0;#10;
		$display("a1(0):%d",rd1);#10;
		wd3 = 100;a3=3;we3=1;#10;
		clk = 1;#10;
		clk = 0;#10;
		we3=0;#10;
		a1 = 3;#10;
		$display("a1(3):%d",rd1);#10;
	end
endmodule
module signextend#(parameter N=16,M=32)(input [N-1:0]a,output [M-1:0]y);
	assign y = {{(M-N){a[N-1]}},a};
endmodule
module signextend_tb;
	parameter N=16,M=32;
	reg [N-1:0]a;
	wire [M-1:0]y;
	signextend #(N,M)DUT(.a(a),.y(y));
	initial
	begin
		a = 10;#1;
		$display("a = 10,y = %d",y);#1;
		a = 20;#1;
		$display("a = 20,y = %d",y);#1;
		a = 32768;#1;
		$display("a = 32768,y = %d",y);#1;
	end
endmodule
module sl2#(parameter M = 32)(input [M-1:0]a,output [M-1:0]y); 
	assign y = {a[M-3:0],2'b00};
endmodule
module sl2_tb;
	parameter M=32;
	reg [M-1:0]a;
	wire [M-1:0]y;
	sl2 #(M)DUT(.a(a),.y(y));
	initial
	begin
		a = 4;#1;
		$display("%d",y);#1;
		a = 8;#1;
		$display("%d",y);#1;
		a = 32;#1;
		$display("%d",y);#1;
	end
endmodule
```
`run.sh`:
```
#!/bin/bash
# OpenROAD 26Q1-2900-gdf79404cd8, Yosys 0.63+post, stock flow scripts
make -C /OpenROAD-flow-scripts/flow DESIGN_CONFIG=/design/flow/config.mk WORK_HOME=/design/flow/orfs finish
```
`config.mk`:
```
export PLATFORM = sky130hd
export DESIGN_NAME = mips
export DESIGN_NICKNAME = mips
export VERILOG_FILES = /design/flow/design.v
export SDC_FILE = /design/flow/constraint.sdc
export NUM_CORES = 4
export LEC_CHECK = 1
export CORE_UTILIZATION = 50
```
==> flow_summary.json <==
{
  "adder_share_pct": 2.216,
  "post_cts_buffers": 0,
  "endpoint_kind": "output port",
  "first_pass_iters": 5,
  "grt_pass1_wl_mm": 259.9,
  "cts_resized": 0,
  "final_antenna_net_count": 0,
  "design_area_um2": 62170,
  "row_count": 121,
  "ff_type": "edfxtp_1",
  "cts_root_buffer": "clkbuf_16",
  "placed_area_um2": 58610,
  "cp_top_family": "buffers and inverters",
  "drive_gt1_share_pct": 28.85,
  "ys_sh_mux_pct": 27.62,
  "dp_cells": 4694,
  "htree_levels": 3,
  "worst_skew_pair.late_latency_ns": 0.73,
  "ys.flops": 1057,
  "port_buffers": 160,
  "cp_max_fo": 46,
  "max_stage_delay_ns": 0.73,
  "syn_to_final_growth_pct": 13.26,
  "fin_worst_skew_ns": 0.07260,
  "fp_util_pct": 50.42,
  "fmax_mhz": 46.37,
  "routed_wirelength_mm": 181.8,
  "core_area_um2": 108900,
  "ys_area_um2": 54890,
  "period_used_pct": 65.74,
  "ys_async_sr_fraction_pct": 2.838,
  "unclocked_pins": 3,
  "drt-initial-drc-count": 2279,
  "yosys.area_share.simple_pct": 3.768,
  "fin_hold_ws_ns": 0.6040,
  "grt_max_degree": 84,
  "worstSetupPathDepth": 25,
  "fin_crit_ns": 21.56,
  "ys_cells": 3215,
  "edf_count": 1024,
  "synth-xor-area-share_pct": 1.819,
  "logic_family": "multiplexers",
  "warnings": 58,
  "ys_warn_count": 7,
  "rsz0062_at_grt": "no",
  "rr_endpoint": "dp.pc_reg.q[29]$_DFF_PP0_",
  "reg2reg_from": "dp.rf.rf[7][1]$_DFFE_PP_",
  "hold_viol": 0,
  "critPathLaunchType": "primary input",
  "hold_class": "reg2reg",
  "gr-total-overflow": 0,
  "ir_drop_mv": 0.04666,
  "grt_pass1_vias": 36400,
  "status": "finished clean",
  "slew_viol_final": 0,
  "cts_buffers": 112,
  "reg2reg_slack_ns": 24.79,
  "routedWlPerCell_um": 37.10,
  "clk_path_buf_depth": 3,
  "synth_cell_type_count": 83,
  "hold_end": "dp.pc_reg.q[31]$_DFF_PP0_",
  "min_delay_path_depth": 2,
  "hp-start": "dp.pc_reg.q[31]$_DFF_PP0_",
  "die-width_um": 333.3,
  "cp-startpoint": "inst[16]",
  "grt.total_usage_pct": 37.37,
  "antenna_found_initial": 9,
  "p_leak_nw": 20.85,
  "dpl.hpwl_mm": 112.4,
  "maxCapViolations": 0,
  "fin_setup_tns_ns": 0,
  "syn_area_um2": 54890,
  "crit_arrival_ns": 15.00,
  "compound_area_share_pct": 4.735,
  "worstMarginPinSlew_ns": 1.150,
  "cp.buffers_inverters": 5,
  "hold_buffers": 0,
  "required_ns": 26.24,
  "instances_no_fill": 4899,
  "cts_tree": "yes",
  "dieHeight_um": 333.3,
  "critPathKind": "in2out",
  "num_vias": 33240,
  "die_area_um2": 111100,
  "avgSynthCellArea_um2": 17.07,
  "powerDensity_nw_per_um2": 60.89,
  "rr_worst_depth": 22,
  "fillers": 8024,
  "gp_congestion": 0.9622,
  "setup_violations": 0,
  "drc": 0,
  "vias_per_cell": 6.784,
  "io_pins": 163,
  "clkTransAtPathRegs_ns": 0.05,
  "slew_headroom_pct": 21.15,
  "untimed_endpoints": 3,
  "slowest_stage": "buf_4",
  "syn_inst": 3215
}
[worst register-to-register path, delay by kind of cell, from the launching register on]
kind	cells	cell delay [ns]
xor gates and xnor gates	2	0.38
muxes	5	2.10
and+or+nand+nor	7	2.26
adders and majority gates	1	0.45
DFF	1	0.39
AOI/OAI and AO/OA	5	1.67
buffers and inverters	2	0.62
[final cells by class]
| class | instances | area, um^2 | area share [%] |
|---|---|---|---|
| Clock inverter | 64 | 608.1 | 0.9782 |
| Inverter | 89 | 336.6 | 0.5414 |
| Timing Repair Buffer | 290 | 2615 | 4.207 |
| Clock buffer | 140 | 2950 | 4.746 |
| Multi-Input combinational cell | 1844 | 22340 | 35.93 |
| Antenna cell | 1 | 2.502 | 0.004025 |
| Tap cell | 1414 | 1769 | 2.846 |
| Sequential cell | 1057 | 31550 | 50.75 |
[state kept, by name, indices dropped and copies added, names as in the netlist]
register and flops:
dp.rf.rf 1024, dp.pc_reg.q 30, ctl.alu_control 3
[worst max-delay path by stage]
stage	to	slack (ns)
CTS	alu_result[30]	11.20
global route	alu_result[30]	10.65
finish	alu_result[30]	11.24
[synthesized netlist by cell type, types with 14 or more instances]
library cell,instances,area [um^2]
nand2_1,77,289.0
nand4_1,15,93.84
nor2b_1,20,125.1
xor2_1,57,499.2
mux2i_1,167,1672
o21ai_0,26,130.1
ha_1,94,1176
mux2_2,107,1205
nand3_1,32,160.2
edfxtp_1,1024,30750
a22o_1,17,148.9
o22ai_1,50,312.8
a21o_1,27,202.7
a21oi_1,125,625.6
nor3_1,57,285.3
xnor2_1,57,499.2
buf_1,60,225.2
a221oi_1,14,122.6
nand2b_1,33,206.5
o21bai_1,14,105.1
nor2_1,136,510.5
inv_1,89,334.1
mux4_2,545,12270
and3_1,14,87.58
o221ai_1,20,175.2
clkbuf_1,147,551.8
dfrtp_1,30,750.7
[through the flow]
step	util, %	setup WS, ns	power (W)
floorplan	-	13.67	0.002206
global placement	53.84	11.27	0.002562
detailed placement	53.84	11.26	0.002577
CTS	57.11	11.20	0.003800
global route	57.11	10.65	0.003932
finish	57.11	11.24	0.003786
[kinds of logic after synthesis]
logic type                 Yosys count
AOI/OAI and AO/OA                  386
xor gates and xnor gates           114
adders and majority gates           96
buffers and inverters              315
DFF                               1054
latches                              3
muxes                              820
other                                1
and+or+nand+nor                    426
[layout by cell type, fill, tap and decap left out, types with 55 or more instances in the layout]
master / count
edfxtp_1: 1024
mux4_2: 545
mux2i_1: 167
clkdlybuf4s50_1: 150
buf_4: 131
a21oi_1: 125
clkbuf_16: 114
mux2_2: 107
nor2_1: 104
ha_1: 94
inv_1: 88
nand2_1: 76
xor2_1: 57
xnor2_1: 57
nor3_1: 55
[power by group]
part | internal [W] | switching (W) | total (W)
clock network | 0.000705 | 0.000525 | 0.00123
logic | 0.000308 | 0.000541 | 0.000849
registers | 0.00169 | 0.0000157 | 0.00171
[per-layer routing]
layer / vias to the layer above / global-route usage [%] / wire [um]
met5: - / 3.821 / 633
met4: 24 / 10.50 / 6856
met3: 386 / 32.34 / 37620
met2: 2673 / 50.19 / 80900
met1: 16470 / 46.42 / 55750
li1: 13690 / - / -
Power is estimated from default activity; no workload was simulated.
